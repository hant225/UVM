==> flow/run.sh <==
#!/bin/bash
# OpenROAD 26Q1-2900-gdf79404cd8, Yosys 0.63+post, stock flow scripts
make -C /OpenROAD-flow-scripts/flow DESIGN_CONFIG=/design/flow/config.mk WORK_HOME=/design/flow/orfs finish
==> flow/config.mk <==
export PLATFORM = sky130hd
export DESIGN_NAME = adder_tree
export DESIGN_NICKNAME = adder_tree
export VERILOG_FILES = /design/flow/design.v
export SDC_FILE = /design/flow/constraint.sdc
export NUM_CORES = 4
export LEC_CHECK = 1
export CORE_UTILIZATION = 30
export SYNTH_HDL_FRONTEND = slang
==> flow/constraint.sdc <==
current_design adder_tree

set clk_period 2.2
set clk_io_pct 0.2

create_clock -name clk0 -period $clk_period [get_ports {clk}]

set non_clock_inputs [all_inputs -no_clocks]
set_input_delay [expr $clk_period * $clk_io_pct] -clock clk0 $non_clock_inputs
set_output_delay [expr $clk_period * $clk_io_pct] -clock clk0 [all_outputs]
==> flow/design.v <==
`timescale 1ns/1ps
(* DONT_TOUCH="TRUE" *)module relu #(
   parameter pDATA_WIDTH  = 32
)(
   input  logic                           clk
  ,input  logic                           rst
  ,input  logic                           en
  ,input  logic signed  [pDATA_WIDTH-1:0] data_in
  ,output logic signed  [pDATA_WIDTH-1:0] data_out
);
  always_ff @(posedge clk) begin
    if (rst)
      data_out <= 'b0;
    else
      data_out <= data_in[pDATA_WIDTH-1] ? 'b0 : data_in; 
  end
endmodule
`timescale 1ns/1ps
module adder_tree #(
   parameter  pDATA_WIDTH     = 32
  ,parameter  pINPUT_NUM      = 1
)( 
   input  logic                               clk
  ,input  logic                               rst
  ,input  logic                               en
  ,input  logic [pDATA_WIDTH*pINPUT_NUM-1:0]  data_in
  ,output logic [pDATA_WIDTH-1:0]             data_out
);
  localparam pADDER_STAGE_NUM = $clog2(pINPUT_NUM) + 1;
  logic signed [pDATA_WIDTH-1:0] adder_out_r [0:pADDER_STAGE_NUM-1][0:pINPUT_NUM-1];
  logic [pADDER_STAGE_NUM-1:0] valid_r;
  genvar stage_idx;
  genvar reg_idx;
  generate
    for (stage_idx = 0; stage_idx < pADDER_STAGE_NUM; stage_idx = stage_idx+1) begin
      localparam pPRE_STAGE_REG_NUM = int'($ceil(real'(pINPUT_NUM)/real'(2**(stage_idx-1))));    
      localparam pCURR_STAGE_REG_NUM = int'($ceil(real'(pINPUT_NUM)/real'(2**stage_idx)));
      logic valid_in;
      if (stage_idx)
        assign valid_in = valid_r[stage_idx-1];
      else
        assign valid_in = en;
      always_ff @(posedge clk) begin
        if (rst)
          valid_r[stage_idx] <= 1'b0;
        else if (valid_in)
          valid_r[stage_idx] <= 1'b1;
      end       
      for (reg_idx = 0; reg_idx < pCURR_STAGE_REG_NUM; reg_idx = reg_idx+1) begin
        logic signed [pDATA_WIDTH-1:0] adder_in;
        if (stage_idx == 0)
          assign adder_in = data_in[reg_idx*pDATA_WIDTH +: pDATA_WIDTH];
        else
          if (reg_idx*2 == pPRE_STAGE_REG_NUM-1)
            assign adder_in = adder_out_r[stage_idx-1][reg_idx*2];
          else
            assign adder_in = adder_out_r[stage_idx-1][reg_idx*2] + adder_out_r[stage_idx-1][reg_idx*2+1];
        always_ff @(posedge clk) begin
          if (rst)
            adder_out_r[stage_idx][reg_idx] <= 'b0;
          else if (valid_in)
            adder_out_r[stage_idx][reg_idx] <= adder_in;
        end
      end
    end
  endgenerate
  assign data_out = adder_out_r[pADDER_STAGE_NUM-1][0];
endmodule
==> flow_metrics.tcl <==
# flow metrics
set metrics [dict create \
    status "completed" \
    warnings 25 \
    critPathRequiredTime_ns 1.76 \
    clkPwrFrac_pct 36.1 \
    crit_buf_inv 1 \
    initCoreUtil_pct 31.87 \
    wl_met1_um 1100 \
    fin_setup_tns_ns 0 \
    hold_path_end "adder_out_r[0][6]" \
    clock_path_buffers 2 \
    final_cells 194 \
    netSwitchingPower_w 0.0002532 \
    wl_per_cell_um 13.78 \
    cp_max_fo 1 \
    yosys_cells 71 \
    worstPathCellList "clkdlybuf4s50_1" \
    drtIter0Drc 46 \
    die_h_um 67.89 \
    tritoncts "yes" \
    most-common-layout-cells "clkdlybuf4s50_1, edfxtp_1, and3b_2" \
    drc 0 \
    power_density_mw_per_mm2 681.5 \
    antenna_found_initial 0 \
    drt-total-wl_um 2674 \
    lay_top_count "clkdlybuf4s50_1" \
    dr_wl_met2_um 1275 \
    die_x_um 67.89 \
    setup_ws_ns 0.6707 \
    ys_seq_share_pct 73.78 \
    seqPwrFrac_pct 50.6 \
    dp.cells 186 \
    end_kind "output pin" \
    dp_slack_ns 0.5127 \
    coreArea_mm2 0.004086 \
    antenna_left 0 \
    setup_viol 0 \
    crit_arrival_ns 1.09 \
    crit_family "buffers and inverters" \
    die_area_mm2 0.004609 \
    postSynthCellCount 71 \
    max_cap_viol_count 0 \
    min_path_cells 2 \
    netSwitchingFraction_pct 17.36 \
    yosysWarningCount 0 \
    syn_area_per_cell_um2 18.35 \
    period_needed_ns 1.529 \
    synth-adder-area-share_pct 0 \
    crit_start "adder_out_r[0][1]" \
    fp-row-count 23 \
    cts_setup_buffers 0 \
    cts_buffers 5 \
    grt_remaining_overflow 0 \
    syn_area_mm2 0.001302 \
    via_per_inst 4.448 \
    yosysChipArea_mm2 0.001302 \
    p_comb_share_pct 13.4 \
    tightest_slew_ns 0.2600 \
    maxSlewViolCount 0 \
    max-vdd-ir-drop_uv 525.1 \
    finalHoldViolations 0 \
    intPower_w 0.001205 \
    cpMaxStageDelayCell "clkdlybuf4s50_1" \
    firstDrtPassIters 3 \
    drive_gt1_share_pct 21.53 \
    hold_buffers 0 \
    top_regs "adder_out_r (32)" \
    via_count 863 \
    top_logic_kind "simple AND/OR/NAND/NOR gates" \
    clkSinkCount 32 \
    ioPinCount 67 \
    leakage_nw 0.8902 \
    area_growth_pct 64.27 \
    start_kind "flip-flop" \
    first_global_vias 811 \
    simple_gate_share_pct 23.92 \
    yosysUniqueCellTypes 5 \
    met3_length_um 212 \
    mux_area_share_pct 0 \
    ys_sh_aoi_pct 0 \
    htreeDepth 2 \
    slowest_delay_ns 0.50 \
    grt_setup_unrepaired "no" \
    largest-register "adder_out_r" \
    io_buffers 66 \
    largest_reg_flops 32 \
    finalCritPeriodShare_pct 69.52 \
    diodes 0 \
    path_class "reg2out" \
    max_freq_mhz 653.9 \
    clk_pin_slew_ns 0.06 \
    grt_max_degree 33 \
    clockRootBuffer "clkbuf_8" \
    grt_pass1_wl_um 4105 \
    hold_start "data_in[6]" \
    topRoutingLayerUsed "met4" \
    place.gp.congestion 0.7234 \
    xor_area_share_pct 0 \
    slew_headroom_pct 82.66 \
    hold_class "in2reg" \
    grt_use_total_pct 12.80 \
    ys.flops 32 \
    worst_hold_slack_ns 0.8555 \
    cts_resized 0 \
]
-- stage by stage --
step | area (um2) | power (W) | util [%]
floorplan | 1303 | 0.0007785 | -
global placement | 2033 | 0.0009457 | 49.76
detailed placement | 2033 | 0.0009473 | 49.76
CTS | 2140 | 0.001471 | 52.36
global route | 2140 | 0.001523 | 52.36
finish | 2140 | 0.001458 | 52.36
-- cell usage after synthesis, drive strengths merged --
master	count	area (um2)
buf	6	30.03
edfxtp	32	960.9
and3b	32	305.3
or2	1	6.260
-- kinds of logic after synthesis --
kind of cell	after synthesis
AND/OR/NAND/NOR	33
flip-flops	32
buffers and inverters	6
-- how the worst max path moves through the flow --
stage                          end  cells after the start
after CTS             data_out[28]                      1
after global routing  data_out[29]                      1
final                  data_out[1]                      1
-- final cells by class --
type | count | area [um2]
flip-flops and latches | 32 | 960.9
repair buffers | 71 | 698.2
well taps | 50 | 62.56
multi-input cells | 33 | 311.5
fillers | 333 | 1947
clock inverters | 3 | 37.54
clock buffers | 5 | 68.82
-- per-layer routing --
| layer | GRT usage, % | vias up |
|---|---|---|
| met5 | 0 | - |
| met4 | 3.385 | 0 |
| met3 | 2.534 | 10 |
| met2 | 20.17 | 42 |
| met1 | 19.24 | 394 |
| li1 | - | 417 |
-- power by group through the flow --
| stage | sequential, W | clock [W] | combinational [W] |
|---|---|---|---|
| after global routing | 0.000741 | 0.000570 | 0.000212 |
| final | 0.000737 | 0.000526 | 0.000195 |
| after CTS | 0.000739 | 0.000536 | 0.000197 |
Power and IR drop assume default switching activity.
