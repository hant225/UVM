==> design.v <==
`timescale 1ns/1ps
(* DONT_TOUCH="TRUE" *)module relu #(
   parameter pDATA_WIDTH  = 32
)(
   input  logic                           clk
  ,input  logic                           rst
  ,input  logic                           en
  ,input  logic signed  [pDATA_WIDTH-1:0] data_in
  ,output logic signed  [pDATA_WIDTH-1:0] data_out
);
  always_ff @(posedge clk) begin
    if (rst)
      data_out <= 'b0;
    else
      data_out <= data_in[pDATA_WIDTH-1] ? 'b0 : data_in; 
  end
endmodule
`timescale 1ns / 1ps
module cnn_buffer_conv1 #(
   parameter  pDATA_WIDTH   = 8
  ,parameter  pINPUT_WIDTH  = 640
  ,parameter  pKERNEL_SIZE  = 3
  ,parameter  pPADDING      = 1
)(
   input  logic                                             clk
  ,input  logic                                             rst
  ,input  logic                                             en
  ,input  logic [pDATA_WIDTH-1:0]                           data_in
  ,output logic [pDATA_WIDTH*pKERNEL_SIZE*pKERNEL_SIZE-1:0] data_out
);   
  localparam pBUFFER_WIDTH = pINPUT_WIDTH + 2*pPADDING - pKERNEL_SIZE;
  logic [pKERNEL_SIZE-1:0][pDATA_WIDTH-1:0] receptive_field_r [0:pKERNEL_SIZE-1];
  logic [pDATA_WIDTH-1:0] buffer_out [1:pKERNEL_SIZE-1];
  genvar line_idx;
  genvar reg_idx;
  generate
    for (line_idx = 0; line_idx < pKERNEL_SIZE; line_idx = line_idx+1) begin
      if (line_idx > 0) begin
        line_buffer #(
           .pBUFFER_WIDTH ( pBUFFER_WIDTH )
          ,.pDATA_WIDTH   ( pDATA_WIDTH   )
        ) u_line_buffer (
           .clk       ( clk                                           )
          ,.rst       ( rst                                           )
          ,.en        ( en                                            )
          ,.data_in   ( receptive_field_r[line_idx-1][pKERNEL_SIZE-1] )
          ,.data_out  ( buffer_out[line_idx]                          )
        );
      end
      for (reg_idx = 0; reg_idx <pKERNEL_SIZE ; reg_idx = reg_idx+1) begin
        logic [pDATA_WIDTH-1:0] receptive_field_in;
        assign receptive_field_in = reg_idx ? receptive_field_r[line_idx][reg_idx-1] : 
                                    line_idx ? buffer_out[line_idx] : data_in;          
        always_ff @(posedge clk) begin
          if (rst)
            receptive_field_r[line_idx][reg_idx] <= 'b0;
          else if (en)
            receptive_field_r[line_idx][reg_idx] <= receptive_field_in;
        end
      end  
    end
    for (line_idx = 0; line_idx < pKERNEL_SIZE; line_idx = line_idx+1) begin
      assign data_out[line_idx*pDATA_WIDTH*pKERNEL_SIZE +: pDATA_WIDTH*pKERNEL_SIZE] = receptive_field_r[line_idx];
    end
  endgenerate
endmodule
`timescale 1ns/1ps
module line_buffer #(
   parameter  pDATA_WIDTH   = 8
  ,parameter  pBUFFER_WIDTH = 640
)(
   input  logic                   clk
  ,input  logic                   rst
  ,input  logic                   en
  ,input  logic [pDATA_WIDTH-1:0] data_in
  ,output logic [pDATA_WIDTH-1:0] data_out
);
  logic [pDATA_WIDTH-1:0] buffer_r [0:pBUFFER_WIDTH-1];
  genvar reg_idx;
  generate
    for (reg_idx = 0; reg_idx < pBUFFER_WIDTH; reg_idx = reg_idx+1) begin
      logic [pDATA_WIDTH-1:0] buffer_in;
      assign buffer_in = reg_idx ? buffer_r[reg_idx-1] : data_in;
      always_ff @(posedge clk) begin
        if (rst)
          buffer_r[reg_idx] <= 'b0;
        else if (en)
          buffer_r[reg_idx] <= buffer_in;
        end
    end
  endgenerate
  assign data_out = buffer_r[pBUFFER_WIDTH-1];
endmodule
==> run.sh <==
#!/bin/bash
# OpenROAD 26Q1-2900-gdf79404cd8, Yosys 0.63+post, stock flow scripts
make -C /OpenROAD-flow-scripts/flow DESIGN_CONFIG=/design/flow/config.mk WORK_HOME=/design/flow/orfs finish
==> config.mk <==
export PLATFORM = sky130hd
export DESIGN_NAME = cnn_buffer_conv1
export DESIGN_NICKNAME = cnn_buffer_conv1
export VERILOG_FILES = /design/flow/design.v
export SDC_FILE = /design/flow/constraint.sdc
export NUM_CORES = 4
export LEC_CHECK = 1
export CORE_UTILIZATION = 40
export SYNTH_HDL_FRONTEND = slang
export SYNTH_MEMORY_MAX_BITS = 65536
==> constraint.sdc <==
current_design cnn_buffer_conv1

set clk_period 582.3
set clk_io_pct 0.2

create_clock -name clk0 -period $clk_period [get_ports {clk}]

set non_clock_inputs [all_inputs -no_clocks]
set_input_delay [expr $clk_period * $clk_io_pct] -clock clk0 $non_clock_inputs
set_output_delay [expr $clk_period * $clk_io_pct] -clock clk0 [all_outputs]
==> ci_impl_report.md <==
### Yosys + OpenROAD results

| Metric | Value |
|---|---|
| Status | completed |
| Worst-path fanout max | 220 |
| # hold bufs at CTS | 0 |
| Setup CP Type | in -> reg |
| Top cells excl fill/tap | and3b_1 (10.3k), edfxtp_1 (10.3k), clkbuf_16 (1118) |
| P per Cell Area | 3.49 nW/um^2 |
| H-Tree Depth | 7 |
| Ports | 83 |
| Final Hold Viols | 0 |
| Stage-log warning count | 251 |
| Final wirelength | 577000 um |
| Design Area, Final | 454000 um^2 |
| Yosys simple share | 22.0% |
| Yosys cell types | 7 |
| Hold depth | 1 |
| Routability Congestion | 0.735 |
| Layout Skew | 0.0613 ns |
| Core area | 1020000 um^2 |
| Pins Over Slew Limit | 0 |
| First-pass GRT wire length | 969000 um |
| Area of placed instances | 421000 um^2 |
| Cells on worst reg2reg path | 1 |
| CTS Buffer Depth | 5 |
| XOR/XNOR Fraction of Synth Area | 0% |
| Adder-Cell Fraction of Synth Area | 0% |
| Aoi share | 0% |
| Vias post-DR | 183k |
| # DRC | 0 |
| Launch point of the worst reg-to-reg path | receptive_field_r[0][16] |
| Final ANT Viol Nets | 0 |
| Post-detail-place hpwl | 226000 um |
| Worst Setup Start Kind | input port |
| Max Cap Violations | 0 |
| RSZ-0062 raised after global routing | no |
| Vias per cell | 4.99 |
| Maximum vdd drop | 0.00324 mV |
| Setup violations, final | 0 |
| Clk root buf | clkbuf_16 |
| Clk latency of the worst-skew pair | 1.19 ns |
| Pre-CTS setup slack | 457.49 ns |
| CTS tree | yes |
| Setup ws final | 458.99 ns |
| CP endpoint kind | register |
| Static Leak | 208 nW |
| Register share after synthesis | 75.4% |
| Die ar. | 1030000 um^2 |
| Synth Warn # | 0 |
| Yosys chip area | 410000 um^2 |
| Pin count of the biggest net entering global routing | 225 |
| Final non-filler cell total | 36.6k |
| Syn Std Cell Area | 410000 um^2 |
| Post_cts resized | 0 |
| Critical Path RT | 583.19 ns |
| Number of global-route vias before repair | 180k |
| Post-synth regs | 10.3k |
| Worst-margin pin slew | 0.880 ns |
| CTS buffer count | 1097 |
| DIE WIDTH | 1010 um |
| Synthesized netlist cell count | 22.9k |
| Cycle use final | 21.2% |
| Initial antenna violation count | 7 |
| Final TNS setup | 0 ns |
| Synth Area per Inst | 17.9 um^2 |
| Crit path DAT | 124.20 ns |
| Comb area leader | simple AND/OR/NAND/NOR gates |
| Setup slack, reg-to-reg | 581.13 ns |
| Initial core utilization | 40.2% |
| Fin util | 44.5% |
| Multiplexer share | 0% |
| Max Freq | 8.11 MHz |
| Filler cell count | 85.4k |
| Routed WL per cell | 15.8 um |
| Gr ovfl total | 0 |
| Global Route Usage Sum | 11.8% |
| Clock transition at the registers of the reported paths | 0.05 ns |
| Starting DRT DRC Count | 14.3k |
| Cells in synth_stat.txt | 22.9k |
| CTS Sinks | 10.3k |
| Post-CTS Setup Inserts | 0 |
| Die Y | 1010 um |
| Dpl cells | 34.7k |
| Fin crit period | 123.31 ns |
| Layout cells sized above 1 | 7.95% |
| Placement row count | 371 |
| Hold Path Class | reg -> reg |
| Slew margin rel. | 41.3% |
| Area grow syn2layout | 10.9% |
| Number of port buffers | 82 |
| Router iterations before antenna repair | 5 |
-- final cells by class --
class | count | area (um^2) | area share (%)
Sequential cell | 10300 | 309000 | 68.0
Multi-Input combinational cell | 10300 | 90200 | 19.8
Clock buffer | 1361 | 28900 | 6.36
Tap cell | 13600 | 17000 | 3.75
Clock inverter | 585 | 5030 | 1.11
Timing Repair Buffer | 456 | 4150 | 0.913
Antenna cell | 10 | 25.0 | 0.00551
-- registers in the layout, indices dropped and copies added, names as in the netlist --
name and flops:
genblk1.genblk1.u_line_buffer.buffer_r 10224, receptive_field_r 72
-- cells in the mapped netlist, drive strengths merged --
cell | instances | area, um^2
clkbuf | 1039 | 3900
buf | 1249 | 6670
or2 | 1 | 6.26
and3b | 10300 | 90200
edfxtp | 10300 | 309000
-- report_power, final --
group	internal [mW]	switching (mW)	total [mW]
Combinational	0.0198	0.0349	0.0547
Sequential	0.863	0.0102	0.873
Clock	0.376	0.284	0.661
Total	1.26	0.330	1.59
-- per-layer routing --
metal  track usage [%]  routed length [um]  part of all wire (%)  vias up
met1              23.1              301000                    52    91200
met4              2.89               15900                   2.7        0
met3              3.90               38100                   6.6     1112
met5                 0                   0                     0        -
met2              14.0              221000                    38     3191
li1                  -                   -                     -    87300
-- worst max-delay path: stages --
cell,delay (ns)
buf_16,0.28
buf_4,0.64
buf_12,0.58
buf_4,0.60
buf_4,0.67
buf_4,0.44
buf_4,0.57
buf_4,0.63
buf_4,0.61
buf_4,0.70
buf_4,0.60
buf_4,0.71
and3b_1,0.28
-- how the worst max path moves through the flow --
| stage | to | from | cells past startpoint |
|---|---|---|---|
| final | register | rst | 13 |
| after global routing | register | rst | 13 |
| after CTS | register | rst | 13 |
-- kinds of logic (layout without fill, tap and decap cells) --
family                 after synthesis  after routing
AND/OR/NAND/NOR                  10300          10300
flip-flops                       10300          10300
buffers and inverters             2288           2402
other                                0             10
-- per-stage QoR --
| step | hold WS [ns] | power [mW] |
|---|---|---|
| after floorplan | 0.531 | 1.11 |
| after global placement | 0.540 | 0.943 |
| after detailed placement | 0.547 | 0.944 |
| after CTS | 0.518 | 1.61 |
| after global routing | 0.529 | 1.65 |
| final | 0.508 | 1.59 |
Power figures rest on the tool's default switching activity, not on a simulated workload.
